==> design.v <==
module MuxKey #(NR_KEY = 2, KEY_LEN = 1, DATA_LEN = 1) (
  output [DATA_LEN-1:0] out,
  input [KEY_LEN-1:0] key,
  input [NR_KEY*(KEY_LEN + DATA_LEN)-1:0] lut
);
  MuxKeyInternal #(NR_KEY, KEY_LEN, DATA_LEN, 0) i0 (out, key, {DATA_LEN{1'b0}}, lut);
endmodule
module MuxKeyInternal #(NR_KEY = 2, KEY_LEN = 1, DATA_LEN = 1, HAS_DEFAULT = 0) (
  output reg [DATA_LEN-1:0] out,
  input [KEY_LEN-1:0] key,
  input [DATA_LEN-1:0] default_out,
  input [NR_KEY*(KEY_LEN + DATA_LEN)-1:0] lut
);
  localparam PAIR_LEN = KEY_LEN + DATA_LEN;
  wire [PAIR_LEN-1:0] pair_list [NR_KEY-1:0];
  wire [KEY_LEN-1:0] key_list [NR_KEY-1:0];
  wire [DATA_LEN-1:0] data_list [NR_KEY-1:0];
  genvar n;
  generate
    for (n = 0; n < NR_KEY; n = n + 1) begin
      assign pair_list[n] = lut[PAIR_LEN*(n+1)-1 : PAIR_LEN*n];
      assign data_list[n] = pair_list[n][DATA_LEN-1:0];
      assign key_list[n]  = pair_list[n][PAIR_LEN-1:DATA_LEN];
    end
  endgenerate
  reg [DATA_LEN-1 : 0] lut_out;
  reg hit;
  integer i;
  always @(*) begin
    lut_out = 0;
    hit = 0;
    for (i = 0; i < NR_KEY; i = i + 1) begin
      lut_out = lut_out | ({DATA_LEN{key == key_list[i]}} & data_list[i]);
      hit = hit | (key == key_list[i]);
    end
    if (!HAS_DEFAULT) out = lut_out;
    else out = (hit ? lut_out : default_out);
  end
endmodule
module adder (
  input		[3:0]	i_a,
  input		[3:0]	i_b,
  output	[3:0]	o_led,
  output		o_carry,
  output		o_overflow
);
  wire		[3:0]	led;
  assign {o_carry, led[3:0]} = i_a + i_b;
  assign o_led = led[3] ? {led[3], ~led[2:0]} : led;
  assign o_overflow = (i_a[3] == i_b[3])&&(led[3] != i_a[3]);
endmodule
module alu_top(
    input [3:0] i_a,
    input [3:0] i_b,
    input [2:0] i_op,
    output [3:0] o_led,
    output          o_carry,
    output [7:0]    o_seg,
    output [7:0]    o_minus,
    output          o_overflow,
    output          o_max,
    output          o_equ
);
    wire [3:0] i_a_2, i_b_2, sub_i_b, sub_i_b_2;
    wire [3:0] led_0, led_1, led_2, led_3, led_4, led_5, led_6, led_7, o_led_0;
    wire carry_0, carry_1;
    wire overflow_0, overflow_1;
    wire max_0, equ_0;
    assign o_max = (i_op == 3'b110) ? max_0 : 1'b0;	 
    assign o_equ = (i_op == 3'b111) ? equ_0 : 1'b0;      
    assign o_led = o_overflow ? 4'b0: o_led_0;		 
    assign sub_i_b = {~i_b[3], i_b[2:0]};		 
    assign i_a_2 = i_a[3] ? ({i_a[3], ~i_a[2:0]} + 1'b1) : i_a;  
    assign i_b_2 = i_b[3] ? ({i_b[3], ~i_b[2:0]} + 1'b1) : i_b;
    assign sub_i_b_2 = sub_i_b[3] ? ({sub_i_b[3], ~sub_i_b[2:0]} + 1'b1) : sub_i_b;
    assign o_minus = o_led[3] ? 8'b11111101 : 8'b11111111;
    adder u0_adder(.i_a(i_a_2), .i_b(i_b_2), .o_led(led_0), .o_carry(carry_0), .o_overflow(overflow_0));	 
    adder u1_adder(.i_a(i_a_2), .i_b(sub_i_b_2), .o_led(led_1), .o_carry(carry_1), .o_overflow(overflow_1));	 
    log_nor u0_log_nor(.i_a(i_a), .o_led(led_2));	 
    log_and u0_log_and(.i_a(i_a), .i_b(i_b), .o_led(led_3));	 
    log_or u0_log_or(.i_a(i_a), .i_b(i_b), .o_led(led_4));	 
    log_xor u0_log_xor(.i_a(i_a), .i_b(i_b), .o_led(led_5));	 
    log_max u0_log_max(.i_a(i_a), .i_b(i_b), .o_max(max_0), .o_led(led_6));	 
    log_equ u0_log_equ(.i_a(i_a), .i_b(i_b), .o_equ(equ_0), .o_led(led_7));	 
    seg u0_seg(.i_minus(o_led[3]), .i_seg(o_led[2:0]), .o_seg(o_seg));		 
    MuxKey #(8,3,4) i0(o_led_0, i_op, {
        3'b000, led_0,
        3'b001, led_1,
        3'b010, led_2,
        3'b011, led_3,
        3'b100, led_4,
        3'b101, led_5,
        3'b110, led_6,
        3'b111, led_7
    });
    MuxKey #(2,3,1) i2(o_carry, i_op, {
        3'b000, carry_0,
        3'b001, carry_1
    });
    MuxKey #(2,3,1) i3(o_overflow, i_op, {
        3'b000, overflow_0,
        3'b001, overflow_1
    });
endmodule
module log_and (
  input		[3:0]	i_a,
  input		[3:0]	i_b,
  output	[3:0]	o_led
);
  assign o_led = i_a & i_b;
endmodule
module log_equ (
  input		[3:0]	i_a,
  input		[3:0]	i_b,
  output	[3:0]	o_led,
  output		o_equ
);
  assign o_equ = (i_a == i_b) ? 1'b1 : 1'b0;
  assign o_led = i_a;
endmodule
module log_max (
  input		[3:0]	i_a,
  input		[3:0]	i_b,
  output	[3:0]	o_led,
  output		o_max
);
  assign o_max = (i_a > i_b) ? 1'b1 : 1'b0;
  assign o_led = (i_a > i_b) ? i_a : i_b;
endmodule
module log_nor (
  input		[3:0]	i_a,
  output	[3:0]	o_led
);
  nor(o_led, i_a);
endmodule
module log_or (
  input		[3:0]	i_a,
  input		[3:0]	i_b,
  output	[3:0]	o_led
);
  assign o_led = i_a | i_b;
endmodule
module log_xor (
  input		[3:0]	i_a,
  input		[3:0]	i_b,
  output	[3:0]	o_led
);
  assign o_led = i_a ^ i_b;
endmodule
module seg(
    input       i_minus,
    input [2:0] i_seg,
    output reg [7:0] o_seg
);
    parameter num0 = 8'b1111_1101;
    parameter num1 = 8'b0110_0000;
    parameter num2 = 8'b1101_1010;
    parameter num3 = 8'b1111_0010;
    parameter num4 = 8'b0110_0110;
    parameter num5 = 8'b1011_0110;
    parameter num6 = 8'b1011_1110;
    parameter num7 = 8'b1110_0000;
    parameter num8 = 8'b1111_1111;
    always @(i_seg) begin
        if(~i_minus) begin
            case(i_seg)
                3'd0 : o_seg <= ~num0;
                3'd1 : o_seg <= ~num1;
                3'd2 : o_seg <= ~num2;
                3'd3 : o_seg <= ~num3;
                3'd4 : o_seg <= ~num4;
                3'd5 : o_seg <= ~num5;
                3'd6 : o_seg <= ~num6;
                3'd7 : o_seg <= ~num7;
            endcase
       end
        else if(i_minus) begin
            case(i_seg)
                3'd0 : o_seg <= ~num1;
                3'd1 : o_seg <= ~num2;
                3'd2 : o_seg <= ~num3;
                3'd3 : o_seg <= ~num4;
                3'd4 : o_seg <= ~num5;
                3'd5 : o_seg <= ~num6;
                3'd6 : o_seg <= ~num7;
                3'd7 : o_seg <= ~num8;
            endcase
        end
    end
endmodule
==> run.sh <==
#!/bin/bash
# OpenROAD 26Q1-2900-gdf79404cd8, Yosys 0.63+post, stock flow scripts
make -C /OpenROAD-flow-scripts/flow DESIGN_CONFIG=/design/flow/config.mk WORK_HOME=/design/flow/orfs finish
==> config.mk <==
export PLATFORM = sky130hd
export DESIGN_NAME = alu_top
export DESIGN_NICKNAME = alu_top
export VERILOG_FILES = /design/flow/design.v
export SDC_FILE = /design/flow/constraint.sdc
export NUM_CORES = 4
export LEC_CHECK = 1
export CORE_AREA = 10 10 93 93
export DIE_AREA = 0 0 103 103
==> constraint.sdc <==
current_design alu_top

set clk_period 9.6
set clk_io_pct 0.2

create_clock -name clk0 -period $clk_period

set non_clock_inputs [all_inputs -no_clocks]
set_input_delay [expr $clk_period * $clk_io_pct] -clock clk0 $non_clock_inputs
set_output_delay [expr $clk_period * $clk_io_pct] -clock clk0 [all_outputs]
==> deck_impl_summary.md <==
Physical Implementation Snapshot

Status
  • Status: complete, no violations

Power and ir drop
  • Power Density: just under 100 nW/um^2
  • Leakage: between 0.8 and 0.9 nW
  • VDD IR max: 0.0268 mV

STA
  • Max-slew headroom: 0.492
  • RSZ-0062 raised after global routing: false
  • Setup TNS: 0 ns
  • Fmax achieved: approximately 120 MHz
  • Period utilization: 0.848
  • Least-Margin Pin Slew: between 0.7 and 0.8 ns
  • Tmin final: between 8 and 9 ns
  • Endpoints failing setup: 0
  • Final hold vios: 0
  • Final WS setup: about 1.5 ns
  • Fin. max-slew vios: 0

Synth
  • Post-Syn Area: around 1600 um^2
  • Dominant cell type by area after synthesis: ha_1
  • Yosys chip area: about 1600 um^2
  • Mapped Cells: 213
  • Syn_area_per_cell: approximately 7.6 um^2
  • Top cells by area: ha_1, inv_1, buf_4
  • Dominant cell area share: 0.215
  • Ys Warns: 3
  • Seq/Total Area, Yosys: 0
  • Netlist cell types: between 50 and 60
  • Ys cells: 213

Die
  • # IOs: 35
  • Die Height: about 100 um
  • FP Core Util: 0.241
  • Die Span X: just over 100 um
  • Chip area: roughly 11,000 um^2
  • Row Count: 30
  • Core Region: between 6000 and 7000 um^2

Placed design
  • Dpl cells: between 300 and 400
  • Worst slack at placement: between 1 and 1.5 ns
  • Final HPWL DP: approximately 3600 um
  • Gpl congestion: around 0.9
  • PortBufs: 28
  • DP Area: ~1900 um^2

Min path
  • Hold EP: o_equ
  • Hold WC Path Type: primary input to primary output
  • WHS Path Cells: 4
  • Worst Hold Launch: i_op[1]

Final layout
  • Ratio of cells with drive above 1 in the final layout: 0.0823
  • Layout Cells excl Fill: a little over 300
  • CLK BUF: 0
  • Area grow syn2layout: 18.3%
  • Flip-flops: 0
  • Fin area: slightly below 2000 um^2
  • Final Util: 0.285
  • Register area: 0 um^2

Run
  • OpenROAD warnings: between 40 and 50
  • Max Cap Viol: 0

Critical path
  • Crit-path max cell delay: 0.64 ns
  • Crit. End Element: primary output
  • Critical Path, Cell by Cell: clkdlybuf4s50_1 > inv_1 > ha_1 > nand2_1 > o21ai_0 > inv_1 > fa_1 > xnor3_1 > nand2b_1 > o2111a_2 > nand2b_1 > ha_1 > inv_1 > nor3_1 > a2bb2oi_1 > o22ai_1 > clkdlybuf4s50_1
  • Slowest-stage cell, CP: clkdlybuf4s50_1
  • CP startpoint kind: primary input
  • Critical path type: primary input to primary output
  • Required time worst endpoint: approximately 7.7 ns
  • Critical Path AT: a little over 6 ns
  • Crit-path max FO: 6
  • CP dominant cell by count: inv_1

GRT
  • Initial antenna violation count: 0
  • Total grt overflow: 0
  • Overall Global Routing Usage: 0.0832
  • First-pass GRT wire length: slightly above 7000 um
  • Number of global-route vias before repair: 1,458
  • Pin count of the biggest net entering global routing: 25

Route
  • DRT iter0 DRCs: around 57
  • Vias per cell: ~4.7
  • DR pass1 iterations: 4
  • # DRC: 0
  • Antenna cells: 0
  • Via count: 1,472
  • Routed Antenna Nets: 0
  • Final wirelength: ~4200 um
  • DR WL/cell: roughly 14 um

Clock network
  • Total setup buffers inserted after CTS: 0
  • Hold-fix buffers, CTS: 0
  • Post_cts resized: 0
## worst max-delay path by stage
stage	from	end	slack [ns]	depth (start not counted)
5_1_grt	i_a[1]	o_seg[7]	1.07	18
6_report	i_a[1]	o_seg[7]	1.46	17
4_1_cts	i_a[1]	o_seg[7]	1.46	17
## cell usage in the layout, fill, tap and decap left out, drive strengths merged, types with 4 or more instances in the layout
| master | instances |
|---|---|
| nand2b | 5 |
| ha | 28 |
| nor2 | 15 |
| nor3 | 4 |
| o21ai | 6 |
| mux2 | 4 |
| clkdlybuf4s50 | 28 |
| nand2 | 15 |
| o22ai | 5 |
| inv | 27 |
| nand3 | 6 |
| a21o | 4 |
| mux2i | 7 |
| xnor2 | 8 |
| nor2b | 4 |
| and2 | 4 |
| a21oi | 11 |
| conb | 7 |
## worst max-delay path: cells and delay by family
kind / cells / cell delay [ns]
and+or+nand+nor: 4 / 0.62
xor gates and xnor gates: 1 / 0.37
buffers and inverters: 5 / 1.48
AOI/OAI and AO/OA: 4 / 0.64
adders and majority gates: 3 / 1.20
## cells by family after synthesis
logic type,count (synthesis),share of synthesized area
multiplexers,11,0.0753
buffers and inverters,43,0.127
AND/OR/NAND/NOR,66,0.208
adder cells (fa/ha/maj),30,0.240
other,1,0.00230
XOR/XNOR,13,0.0953
AND-OR/OR-AND,49,0.252
## routing by layer
metal | vias to the layer above | global-route usage | part of all wire
li1 | 772 | - | -
met1 | 661 | 0.124 | 0.51
met2 | 37 | 0.129 | 0.43
met3 | 2 | 0.0108 | 0.054
met4 | 0 | 0.00642 | 0.0033
met5 | - | 0 | 0
## metrics by stage
stage	total power [mW]	hold slack [ns]
after global placement	0.188	5.13
after floorplan	0.127	4.01
final	0.186	5.10
after global routing	0.209	5.20
after CTS	0.189	5.10
after detailed placement	0.188	5.11
## Yosys cell counts, types with 2 or more instances
library cell  count
a21oi_1           7
o221ai_2          2
nand2_1          14
ha_1             28
nand3b_1          2
xnor2_1           8
inv_1            26
a21oi_4           2
nand2b_1          5
mux2_2            2
nor2b_1           4
o211ai_1          3
mux2_4            2
buf_2             6
xnor3_1           3
a21oi_2           2
nand3_1           6
buf_4            10
nor3_1            4
a32o_1            2
nand4_1           3
fa_1              2
mux2i_1           7
nor2_1           15
xor2_1            2
o31ai_1           2
or3_1             2
a21o_1            4
o21ai_0           5
and2_1            4
o22ai_1           4
## report_power, final
part	switching, mW	total (mW)	internal [mW]
Combinational	0.0881	0.186	0.0983
Sequential	0	0	0
Clock	0	0	0
## final cells by class
type	instances	area (um^2)
Fill cell	725	4830
Tap cell	80	100
Multi-Input combinational cell	176	1440
Inverter	27	101
Timing Repair Buffer	28	280
Power and IR drop assume default switching activity.
