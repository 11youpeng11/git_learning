### design/flow/design.v
module seg(
    input       i_minus,
    input [2:0] i_seg,
    output reg [7:0] o_seg
);
    parameter num0 = 8'b1111_1101;
    parameter num1 = 8'b0110_0000;
    parameter num2 = 8'b1101_1010;
    parameter num3 = 8'b1111_0010;
    parameter num4 = 8'b0110_0110;
    parameter num5 = 8'b1011_0110;
    parameter num6 = 8'b1011_1110;
    parameter num7 = 8'b1110_0000;
    parameter num8 = 8'b1111_1111;
    always @(i_seg) begin
        if(~i_minus) begin
            case(i_seg)
                3'd0 : o_seg <= ~num0;
                3'd1 : o_seg <= ~num1;
                3'd2 : o_seg <= ~num2;
                3'd3 : o_seg <= ~num3;
                3'd4 : o_seg <= ~num4;
                3'd5 : o_seg <= ~num5;
                3'd6 : o_seg <= ~num6;
                3'd7 : o_seg <= ~num7;
            endcase
       end
        else if(i_minus) begin
            case(i_seg)
                3'd0 : o_seg <= ~num1;
                3'd1 : o_seg <= ~num2;
                3'd2 : o_seg <= ~num3;
                3'd3 : o_seg <= ~num4;
                3'd4 : o_seg <= ~num5;
                3'd5 : o_seg <= ~num6;
                3'd6 : o_seg <= ~num7;
                3'd7 : o_seg <= ~num8;
            endcase
        end
    end
endmodule
module lfsr_random (
  input        clk,         
  output [7:0] seg_data           
);
  reg    [7:0] lfsr;        
  always @(posedge clk) begin
    if (lfsr == 8'b00) begin      
      lfsr <= 8'b01;
    end else begin
      lfsr <= {lfsr[4] ^ lfsr[3] ^ lfsr[2] ^ lfsr[0], lfsr[7:1]};
    end
  end
  assign seg_data  = lfsr;           
endmodule
module reg_top(
    input 		clk,
    input	[8:0]	i_seg,
    output 	[7:0] 	seg_data,
    output 	[7:0] 	o_seg_1,
    output 	[7:0] 	o_seg_0
);
    lfsr_random u_lfsr_random(
        .clk(clk), 
        .seg_data(seg_data)
    );
     seg_hex seg_hex_u(
        .seg_data(seg_data),
        .o_seg_0(o_seg_0),
        .o_seg_1(o_seg_1)
    );
endmodule
module seg_hex(
    input	[7:0]	seg_data,
    output reg 	[7:0] 	o_seg_0, o_seg_1
);
    seg u0_seg (.i_seg(seg_data[3:0]), .o_seg(o_seg_0));
    seg u1_seg (.i_seg(seg_data[7:4]), .o_seg(o_seg_1));
endmodule
### design/flow/run.sh
#!/bin/bash
# OpenROAD 26Q1-2900-gdf79404cd8, Yosys 0.63+post, stock flow scripts
make -C /OpenROAD-flow-scripts/flow DESIGN_CONFIG=/design/flow/config.mk WORK_HOME=/design/flow/orfs finish
### design/flow/config.mk
export PLATFORM = sky130hd
export DESIGN_NAME = reg_top
export DESIGN_NICKNAME = reg_top
export VERILOG_FILES = /design/flow/design.v
export SDC_FILE = /design/flow/constraint.sdc
export NUM_CORES = 4
export LEC_CHECK = 1
export CORE_AREA = 10 10 74 74
export DIE_AREA = 0 0 84 84
### design/flow/constraint.sdc
current_design reg_top

set clk_period 2.8
set clk_io_pct 0.2

create_clock -name clk0 -period $clk_period [get_ports {clk}]

set non_clock_inputs [all_inputs -no_clocks]
set_input_delay [expr $clk_period * $clk_io_pct] -clock clk0 $non_clock_inputs
set_output_delay [expr $clk_period * $clk_io_pct] -clock clk0 [all_outputs]
==> results_slide.txt <==
Run Summary

Run status
  • Outcome: finished, final reports clean

Logic synthesis
  • Chip Area, Yosys: 861 um^2
  • Register share after synthesis: ~56%
  • Synth Register Bits: 24
  • Synth warnings: 6
  • Mean post-synth cell area: 10.5 um^2
  • Area leader, netlist: dfxtp_1
  • Yosys cell count: between 80 and 90
  • Cell count after synthesis: between 80 and 90
  • Library cells used by synthesis: 23
  • Max-area cell share: 55.8%
  • Top cells by area: dfxtp_1 56%, ha_1 15%, clkbuf_1 3.9%
  • Synthesized cell area: 861 um^2

Clocking
  • Num CTS Buffers: 3
  • CTS root buf: clkbuf_8
  • Post-CTS setup buffer count: 0
  • CTS tree: done
  • Post-CTS Hold Buffers: 0
  • Register clock-pin slew on the reported worst setup and hold paths: about 0.080 ns
  • H-tree levels: 1
  • TritonCTS Sinks: 24
  • Late-Pin Clk Latency: roughly 0.26 ns
  • Cts repair resizes: 0
  • Maximum clock path buffer count: 2

Timing
  • Worst-margin pin slew: between 0.4 and 0.5 ns
  • Clock Skew: 0.00359 ns
  • Final min period: between 2 and 2.5 ns
  • Final-report hold violation count: 0
  • Crit share post-route: 71.6%
  • Fmax: about 500 MHz
  • Slew Limit Fails: 0
  • Worst setup margin: ~0.8 ns
  • Final setup vio count: 0
  • RSZ-0062 raised after global routing: no
  • Headroom to the max-slew limit: 68.5%
  • Setup TNS: 0 ns

Run
  • Tool warnings: 42
  • Max-Cap Viols: 0

Setup path
  • CP top delay family: flip-flops
  • CP required: ~2.2 ns
  • Buf/Inv on CP: 1
  • Worst Path Class, Setup: reg2out
  • CP peak stage delay: approximately 0.62 ns
  • CP Cell Sequence: clkdlybuf4s50_1
  • Max FO, Critical Path: 16
  • Worst Path Arrival: around 1.5 ns
  • Worst path slowest cell: dfxtp_1
  • Critical Path Start Type: flip-flop
  • CP Capture Type: output port

Cells and area
  • Filler Cells Inserted: 408
  • Most frequent cells in the layout: 24 x dfxtp_1, 24 x clkdlybuf4s50_1, 10 x ha_1
  • Layout cells sized above 1: under 10%
  • Layout area overhead: 37.6%

Pwr
  • Ratio of total power to cell area: between 500 and 600 nW/um^2
  • Peak supply drop: ~0.00026 V
  • Leakage: about 0.47 nW

Route
  • Number of remaining DRC errors: 0
  • 1st-pass router iterations: 4
  • Vias per inst: roughly 3.6
  • Initial DRC Count: 13
  • Via count: roughly 540
  • Routed len/inst: between 9 and 10 um
  • Post-Route WL: approximately 1500 um
  • ANT cells: 0
  • Remaining antenna violation count after routing: 0

Floorplan
  • Core Region: roughly 4000 um^2
  • Rows: 23
  • Full die area: between 7000 and 8000 um^2
  • Die Y: about 84 um
  • Width of the chip: roughly 84 um
  • I/O Pins: 34
  • Initial core utilization: between 20% and 30%

Place
  • Post-Place Setup Slack: between 1 and 1.5 ns
  • Routability Congestion: between 0.7 and 0.8
  • Port Buffer Count: 24
  • Post-DP HPWL: around 1200 um

Global route
  • Initial antenna violation count: 0
  • Gr ovfl total: 0
  • First-pass GRT wire length: around 2500 um
  • Largest net degree at the start of global routing: 17
  • Vias in the first global route: between 500 and 600
  • Tot GR Track Use: 4.18%

Hold path
  • HP Class: reg2reg
flip-flops by register name, indices dropped and copies added (netlist names):
register,count
o_seg_1,8
u_lfsr_random.lfsr,8
o_seg_0,8
layer usage:
layer  wire length (um)  vias up  global-route usage, %
li1                   -      287                      -
met1                693      233                   5.27
met2                560       17                   5.78
met3                215        2                   3.05
met4                 12        0                  0.457
met5                  0        -                      0
Yosys cell counts (all sizes together):
master / n
dfxtp: 24
ha: 10
clkbuf: 9
nand2: 6
nor2: 6
inv: 4
o21ai: 3
buf: 2
nand2b: 2
nor3: 2
o21bai: 2
xnor2: 2
a21boi: 1
a21oi: 1
a22oi: 1
and2: 1
mux2: 1
nand3: 1
nor2b: 1
o21ba: 1
or2b: 1
xor2: 1
per-stage QoR:
step | utilization (%) | cell area (um^2) | hold WS, ns | cells | total power [mW]
after floorplan | - | 861 | 0.421 | 82 | 0.349
after global placement | 28.0 | 1110 | 0.398 | 145 | 0.349
after global routing | 29.8 | 1180 | 0.440 | 149 | 0.660
final | 29.8 | 1180 | 0.412 | 149 | 0.634
after detailed placement | 28.0 | 1110 | 0.394 | 145 | 0.349
after CTS | 29.8 | 1180 | 0.414 | 149 | 0.641
worst paths after layout:
path                            slack, ns                   from  cells past startpoint                    end
worst max-delay path                 0.79  u_lfsr_random.lfsr[3]                      1            seg_data[3]
worst min-delay path                 0.41  u_lfsr_random.lfsr[4]                      0  u_lfsr_random.lfsr[3]
worst max register to register       1.17  u_lfsr_random.lfsr[7]                      6             o_seg_0[2]
worst min register to register       0.41  u_lfsr_random.lfsr[4]                      0  u_lfsr_random.lfsr[3]
cells by family after synthesis:
family / count (synthesis) / synth area share, %
XOR/XNOR: 3 / 3.05
adder cells (fa/ha/maj): 10 / 14.5
AND/OR/NAND/NOR: 20 / 10.8
AND-OR/OR-AND: 9 / 6.98
flip-flops: 24 / 55.8
multiplexers: 1 / 1.31
buffers and inverters: 15 / 7.56
final cells by class:
| cell class | count | area [um^2] | share of cell area (%) |
|---|---|---|---|
| Timing Repair Buffer | 24 | 240 | 20.3 |
| Clock buffer | 3 | 41.3 | 3.48 |
| Multi-Input combinational cell | 43 | 315 | 26.6 |
| Sequential cell | 24 | 480 | 40.5 |
| Inverter | 4 | 15.0 | 1.27 |
| Clock inverter | 1 | 30.0 | 2.53 |
| Tap cell | 50 | 62.6 | 5.28 |
where the power goes:
part	switching (mW)	internal, mW	leakage [nW]
clock network	0.103	0.191	0.0357
logic	0	0	0.239
registers	0	0.341	0.193
total	0.103	0.532	0.468
No activity file was given, so power comes from the tool's default toggle rates.
