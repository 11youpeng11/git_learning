**/design/flow/config.mk**
```make
export PLATFORM = sky130hd
export DESIGN_NAME = encode83
export DESIGN_NICKNAME = encode83
export VERILOG_FILES = /design/flow/design.v
export SDC_FILE = /design/flow/constraint.sdc
export NUM_CORES = 4
export LEC_CHECK = 1
export CORE_AREA = 10 10 70 70
export DIE_AREA = 0 0 80 80
```
**/design/flow/constraint.sdc**
```tcl
current_design encode83

set clk_period 2.5
set clk_io_pct 0.2

create_clock -name clk0 -period $clk_period

set non_clock_inputs [all_inputs -no_clocks]
set_input_delay [expr $clk_period * $clk_io_pct] -clock clk0 $non_clock_inputs
set_output_delay [expr $clk_period * $clk_io_pct] -clock clk0 [all_outputs]
```
**/design/flow/design.v**
```verilog
module seg(
    input       i_minus,
    input [2:0] i_seg,
    output reg [7:0] o_seg
);
    parameter num0 = 8'b1111_1101;
    parameter num1 = 8'b0110_0000;
    parameter num2 = 8'b1101_1010;
    parameter num3 = 8'b1111_0010;
    parameter num4 = 8'b0110_0110;
    parameter num5 = 8'b1011_0110;
    parameter num6 = 8'b1011_1110;
    parameter num7 = 8'b1110_0000;
    parameter num8 = 8'b1111_1111;
    always @(i_seg) begin
        if(~i_minus) begin
            case(i_seg)
                3'd0 : o_seg <= ~num0;
                3'd1 : o_seg <= ~num1;
                3'd2 : o_seg <= ~num2;
                3'd3 : o_seg <= ~num3;
                3'd4 : o_seg <= ~num4;
                3'd5 : o_seg <= ~num5;
                3'd6 : o_seg <= ~num6;
                3'd7 : o_seg <= ~num7;
            endcase
       end
        else if(i_minus) begin
            case(i_seg)
                3'd0 : o_seg <= ~num1;
                3'd1 : o_seg <= ~num2;
                3'd2 : o_seg <= ~num3;
                3'd3 : o_seg <= ~num4;
                3'd4 : o_seg <= ~num5;
                3'd5 : o_seg <= ~num6;
                3'd6 : o_seg <= ~num7;
                3'd7 : o_seg <= ~num8;
            endcase
        end
    end
endmodule
module encode83(
	input		[7:0]	i_code,
	input			i_en,
	output	reg	[2:0]	o_code,
	output		[7:0]	o_seg,
	output			o_en_flag
);
	integer i;
	always @(i_code or i_en) begin
		if(i_en) begin
			o_code = 3'd0;
			o_en_flag = 1'b1;
			for(i = 0; i <= 7; i++)
				if(i_code[i] == 1) o_code = i[2:0];
		end
		else begin
			o_code = 3'd0;
			o_en_flag = 1'b0;
		end
	end
	seg seg_inst(
		.i_seg(o_code),
		.o_seg(o_seg)
	);
endmodule
```
**/design/flow/run.sh**
```bash
#!/bin/bash
# OpenROAD 26Q1-2900-gdf79404cd8, Yosys 0.63+post, stock flow scripts
make -C /OpenROAD-flow-scripts/flow DESIGN_CONFIG=/design/flow/config.mk WORK_HOME=/design/flow/orfs finish
```
==> impl_metrics.json <==
{
  "hold_viol": 0,
  "cp-start-kind": "primary input",
  "hold_slack_ns": 1.36,
  "max_slew_margin_pct": 79.7,
  "comb_area_um2": 339,
  "crit_arrival_ns": 1.94,
  "top_logic_kind": "AND-OR/OR-AND gates",
  "synth.largest_area_cell": "ha_1",
  "holdBufCountCts": 0,
  "antenna_found_initial": 0,
  "setup_slack_ns": 0.0560,
  "hold_class": "in2out",
  "ys_sh_adder_pct": 25.3,
  "crit_cells": 8,
  "total_power_w": 0.000126,
  "yosys_cells": 29,
  "ys_warn_count": 5,
  "vias": 411,
  "p_per_area_mw_per_mm2": 171,
  "min_period_ns": 2.44,
  "mux_area_share_pct": 9.09,
  "grt_start_max_net_pins": 6,
  "crit_slowest_cell": "clkdlybuf4s50_1",
  "dp_slack_ns": -0.665,
  "syn_avg_cell_area_um2": 8.54,
  "top_cells_by_area": "ha_1, o41ai_4, mux2_2",
  "grt_pass1_wl_mm": 2.21,
  "hpwlAfterDp_um": 945,
  "crit_path_end": "o_code[2]",
  "drive_gt1_share_pct": 70.8,
  "wl_per_cell_um": 11.1,
  "leakagePower_nw": 0.328,
  "row_count": 21,
  "core_area_mm2": 0.00342,
  "grt_usage_pct": 4.13,
  "die_x_um": 80,
  "vias_per_cell": 3.48,
  "maxSlewViolCount": 0,
  "port_buffers": 20,
  "finalCritPeriodShare_pct": 97.8,
  "wirelength_mm": 1.31,
  "status": "completed",
  "worstPathMaxFanout": 4,
  "endpoint_kind": "output port",
  "syn_area_um2": 248,
  "postSynthSeqShare_pct": 0,
  "ys_area_um2": 248,
  "tns_ns": 0,
  "area_growth_pct": 198,
  "netlist_instances": 29,
  "ys_types": 17,
  "path_buffers": 7,
  "path_common_cell": "buf_4",
  "yosysTopAreaCellShare_pct": 25.3,
  "grt_pass1_vias": 450,
  "max-cap-violations": 0,
  "antennaDiodeCount": 0,
  "crit_chain": "clkdlybuf4s15_1 > buf_6 > buf_4 > o41ai_4 > buf_4 > buf_4 > inv_1 > clkdlybuf4s50_1",
  "drtIter0Drc": 16,
  "dieArea_mm2": 0.00640,
  "worst_ir_drop_vdd_mv": 0.0741,
  "critPathRequiredTime_ns": 2.00,
  "ant_nets": 0,
  "synthXorXnorAreaFrac_pct": 0,
  "fp_util_pct": 7.25,
  "mostFrequentLayoutCell": "buf_4",
  "final-setup-viol-count": 0,
  "simple_gate_share_pct": 25.3,
  "ioPinCount": 21,
  "gp_congestion": 0.848,
  "critPathMaxStageDelay_ns": 0.41,
  "nClkBuffers": 0,
  "num-fill-cells": 385,
  "post-route-util_pct": 21.6,
  "crit_family": "buffers and inverters",
  "startpoint": "i_code[5]",
  "regArea_um2": 0,
  "fmax_ghz": 0.409,
  "fp.dieH_um": 80,
  "path_class": "in2out",
  "rsz0062_at_grt": "yes",
  "seq_cells": 0,
  "compound_area_share_pct": 35.9,
  "worst_slew_pin_slew_ns": 0.304,
  "layout_top_cells": "buf_4, buf_2",
  "tool_warnings": 38,
  "first_pass_iters": 2,
  "overflow": 0,
  "drc": 0
}
cell usage after synthesis:
cell      instances
o311ai_0          1
o311a_1           2
nor2b_1           1
nand2b_1          1
nor2_1            3
o41ai_4           1
o211ai_1          1
buf_4             1
o21a_1            1
o31ai_1           1
inv_1             1
and2_1            2
nand2_1           4
ha_1              5
o21ba_2           1
mux2_2            2
or4_4             1
per-layer routing:
metal  GRT usage, %  part of all wire [%]  up-vias
li1               -                     -      199
met4              0                     0        0
met3           2.16                    16        0
met2           5.14                    30       20
met5              0                     0        -
met1           6.33                    53      192
cells by family (layout without fill, tap and decap cells):
group,after synthesis,count (layout)
buf+inv,2,45
compound gates,8,8
simple gates,12,12
fa+ha+maj,5,5
mux,2,2
metrics by stage:
stage                     instances  cell area (µm²)
after floorplan                  29              248
after global placement          108              603
after detailed placement        108              603
after CTS                       117              752
after global routing            118              738
final                           118              738
timing repair:
| action | 4_1_cts | 5_1_grt |
|---|---|---|
| setup buffers | 12 | 1 |
| gates resized | 59 | 10 |
| cloned | 0 | 0 |
| pin swaps | 12 | 3 |
| setup endpoints to repair | 11 | 9 |
worst min-delay path by stage:
stage	end	from	depth (start not counted)	slack, ns
CTS	o_seg[3]	i_code[3]	3	1.51
global route	o_seg[3]	i_code[3]	3	1.38
finish	o_seg[3]	i_code[3]	3	1.36
area by class of cell:
cell class	instances	share of cell area, %
timing repair buffer	44	45.8
tap	46	7.80
inverter	1	0.508
multi-input combinational	27	45.9
power breakdown:
group	internal, W	switching [W]
Sequential	0	0
Combinational	0.0000781	0.0000479
Clock	0	0
Total	0.0000781	0.0000479
No activity file was given, so power comes from the tool's default toggle rates.
